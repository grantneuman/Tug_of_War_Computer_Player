<file path="./run.sh">
#!/bin/bash
# OpenROAD 26Q1-2900-gdf79404cd8, Yosys 0.63+post, stock flow scripts
make -C /OpenROAD-flow-scripts/flow DESIGN_CONFIG=/design/flow/config.mk WORK_HOME=/design/flow/orfs finish
</file>
<file path="./config.mk">
export PLATFORM = sky130hd
export DESIGN_NAME = counterToHEX
export DESIGN_NICKNAME = counterToHEX
export VERILOG_FILES = /design/flow/design.v
export SDC_FILE = /design/flow/constraint.sdc
export NUM_CORES = 4
export LEC_CHECK = 1
export CORE_AREA = 10 10 70 70
export DIE_AREA = 0 0 80 80
</file>
<file path="./constraint.sdc">
current_design counterToHEX

set clk_period 1.0
set clk_io_pct 0.2

create_clock -name clk0 -period $clk_period [get_ports {clk}]

set non_clock_inputs [all_inputs -no_clocks]
set_input_delay [expr $clk_period * $clk_io_pct] -clock clk0 $non_clock_inputs
set_output_delay [expr $clk_period * $clk_io_pct] -clock clk0 [all_outputs]
</file>
<file path="./design.v">
module counterToHEX(Reset, clk, out, HEX);
	input Reset, clk;
	input [2:0] out;
	output [6:0] HEX;
	logic [6:0] zero, one, two, three, four, five, six, seven, ps, ns;
	assign zero = 7'b1000000;
	assign one = 7'b1111001;
	assign two = 7'b0100100;
	assign three = 7'b0110000;
	assign four = 7'b0011001;
	assign five = 7'b0010010;
	assign six = 7'b0000010;
	assign seven = 7'b1111000;
	always_comb begin
		case (out)
			3'b000: ns = zero;
			3'b001: ns = one;
			3'b010: ns = two;
			3'b011: ns = three;
			3'b100: ns = four;
			3'b101: ns = five;
			3'b110: ns = six;
			3'b111: ns = seven;
			default: ns = 7'bx;
		endcase
	end
	assign HEX = ps;
	always_ff @(posedge clk) begin
		if (Reset)
			ps <= zero;
		else
			ps <= ns;
	end
endmodule
</file>
==> out/results.tsv <==
metric	value	unit
status	finished clean	
# rows	21	
DP Wirelength	513.9	µm
critical path startpoint category	flop	
gr usage total	0.01787	
CP top delay family	flip-flops	
overall via count from detail_route	250	
PwrDens	1231	mW/mm²
Worst slew margin	0.7994	
vias in the first global route	236	
Top Ports	12	
HP Class	in2reg	
measured slew at the worst slew-check pin	300.9	ps
DRC errors left	0	
#FFs+latches synth	7	
Yosys Instances	30	
Critical Path AT	760	ps
Seq/Total Area, Yosys	0.4516	
global-route wire length before repair	966	µm
most numerous logic cell after layout	dlygate4sd2_1	
max reg flops	7	
drt wl/cell	6.505	µm
layout cells sized above 1	0.2128	
area of the mapped netlist	310.3	µm²
router iterations before antenna repair	2	
PortBufs	11	
Area Overhead vs Synth	64.92	%
pre-CTS WS	-441.2	ps
Final WS setup	40.74	ps
clock-pin slew on the worst setup and hold paths	40	ps
postcts setup bufs	0	
Initial Utilization	0.09084	
critical path class	reg2out	
CP max stage cell	dfxtp_1	
crit-path cells	dlygate4sd2_1	
drt via density	2.688	
TritonCTS clock tree	done	
Layout Utilization	0.1498	
total clock sinks	7	
GP Congestion	0.7616	
drt total wl	605	µm
Die Size	0.006400	mm²
CTS max path bufs	2	
simple share	0.1774	
Ys Warns	1	
maximum clock rate	1042	MHz
Biggest register	ps	
core area	0.003416	mm²
Max-cap violations	0	
Buf/Inv on CP	1	
RSZ-0062 raised after global routing	no	
Synth Area per Inst	10.34	µm²
gr ovfl total	0	
CP endpoint kind	primary output	
largest net degree at the start of global routing	11	
XOR/XNOR Area Share	0	
worst vdd ir	0.2273	mV
Top cells excl fill/tap	dlygate4sd2_1 (8), dfxtp_1 (6), ha_1 (5)	
Root Buffer	clkbuf_4	
fill cell count	388	
crit path max fanout	1	
Leakage	0.2337	nW
aoi/oai-family share of the synthesized area	0.07661	
DR iter-0 viols	10	
CTS buffer count	3	
biggest cell delay along the critical path	290	ps
Yosys Chip Area	310.3	µm²
Slew Viols, Final	0	
Die Y	80	µm
final hold violations	0	
CTS H-tree lvls	1	
Final ANT Viol Nets	0	
Syn Inst Count	30	
cts hold-fix bufs	0	
Synth Area in Adders	0.2016	
Tool Warnings	29	
biggest registers after layout	ps x7	
Setup violations, final	0	
Tcrit/Tclk final	0.9593	
Yosys cell types	14	
Antenna Cells	0	
comb area leader	adder cells	
initial antenna violation count	0	
mux contribution to synthesized area	0.03226	
Die X	80	µm
crit path DRT	800	ps
Min Clock Period, post-route	959.3	ps
[power by group]
part	leakage [nW]	switching, mW	internal [mW]
registers	0.0584	0.00317	0.297
clock network	0.0150	0.0885	0.151
logic	0.160	0.0376	0.0526
[timing repair]
| action | 4_1_cts | 5_1_grt |
|---|---|---|
| resized | 12 | 3 |
| endpoints found under the hold margin | 0 | 0 |
| setup endpoints to repair | 13 | 2 |
[metrics by stage]
stage	power, mW	instances	area (µm²)	hold WS, ps	setup TNS [ps]
finish	0.6299	93	511.7	383.2	0
floorplan	0.3413	30	310.3	262.4	0
detailed placement	0.4093	89	489.2	867.1	-2401
global route	0.6713	93	511.7	390.9	0
CTS	0.6438	93	508.0	380.9	0
global placement	0.4092	89	489.2	861.3	-2377
[synthesized netlist by cell type]
cell / number / area, µm²
mux2i_1: 1 / 10.01
nor2_1: 4 / 15.01
a211oi_1: 1 / 7.510
nor4_1: 1 / 6.260
inv_1: 2 / 7.510
nand2_1: 2 / 7.510
a21oi_2: 1 / 8.760
ha_1: 5 / 62.56
a21o_1: 1 / 7.510
nand2b_1: 2 / 12.51
or2_1: 1 / 6.260
dfxtp_1: 7 / 140.1
buf_6: 1 / 11.26
nor3b_1: 1 / 7.510
[cells by family (layout without fill, tap and decap cells)]
| group | count (synthesis) | count (layout) |
|---|---|---|
| DFF | 7 | 7 |
| muxes | 1 | 1 |
| AOI/OAI and AO/OA | 3 | 3 |
| adders and majority gates | 5 | 5 |
| and+or+nand+nor | 11 | 11 |
| buffers and inverters | 3 | 20 |
[metal layers]
| metal | share of wire | vias up | routed length, µm | global-route usage |
|---|---|---|---|---|
| li1 | - | 130 | - | - |
| met3 | 0.18 | 2 | 110 | 0.01705 |
| met1 | 0.38 | 109 | 227 | 0.01538 |
| met4 | 0.013 | 0 | 8 | 0.007042 |
| met5 | 0 | - | 0 | 0 |
| met2 | 0.43 | 9 | 258 | 0.02809 |
[worst paths after layout]
| path | from | endpoint | slack (ps) | cells past startpoint |
|---|---|---|---|---|
| worst min-delay path | out[1] | ps[2] | 380 | 3 |
| worst max-delay path | ps[2] | HEX[2] | 40 | 1 |
[area by class of cell]
type / instances / area [µm²] / area share
clock buffer: 4 / 26.28 / 0.05134
inverter: 2 / 7.507 / 0.01467
multi-input combinational: 20 / 156.4 / 0.3056
sequential: 7 / 141.4 / 0.2763
tap: 46 / 57.56 / 0.1125
timing repair buffer: 14 / 122.6 / 0.2396
Power figures rest on the tool's default switching activity, not on a simulated workload.
